===== design/flow/run.sh =====
#!/bin/bash
# OpenROAD 26Q1-2900-gdf79404cd8, Yosys 0.63+post, stock flow scripts
make -C /OpenROAD-flow-scripts/flow DESIGN_CONFIG=/design/flow/config.mk WORK_HOME=/design/flow/orfs finish

===== design/flow/config.mk =====
export PLATFORM = sky130hd
export DESIGN_NAME = snl_top_wrapper
export DESIGN_NICKNAME = snl_top_wrapper
export VERILOG_FILES = /design/flow/design.v
export SDC_FILE = /design/flow/constraint.sdc
export NUM_CORES = 4
export LEC_CHECK = 1
export CORE_AREA = 10 10 104 104
export DIE_AREA = 0 0 114 114

===== design/flow/constraint.sdc =====
current_design snl_top_wrapper

set clk_period 5.5
set clk_io_pct 0.2

create_clock -name clk0 -period $clk_period

set non_clock_inputs [all_inputs -no_clocks]
set_input_delay [expr $clk_period * $clk_io_pct] -clock clk0 $non_clock_inputs
set_output_delay [expr $clk_period * $clk_io_pct] -clock clk0 [all_outputs]

===== design/flow/design.v =====
`timescale 1ns / 1ps
module snl_top_wrapper (clk, clk_out, output_spike, input_spikes, input_weights);
    parameter SYN_SIZE = 4;  
    parameter THRESHOLD = 11;  
    parameter RESP_FUN_PEAK = 8;  
    input [0:SYN_SIZE-1] input_spikes;
    input [0:SYN_SIZE-1][RESP_FUN_PEAK-1:0] input_weights;
    input clk;
    output output_spike;
    output clk_out;
    neuron_snl_grl nsg (.output_spike(output_spike), .input_spikes(input_spikes), .input_weights(input_weights));
    assign clk_out = clk;
endmodule
module neuron_snl_grl (output_spike, input_spikes, input_weights);
    parameter SYN_SIZE = 4;  
    parameter THRESHOLD = 11;  
    parameter RESP_FUN_PEAK = 8;  
    localparam SORT_SIZE = SYN_SIZE*RESP_FUN_PEAK;
    genvar i, j, k;
    input [0:SYN_SIZE-1] input_spikes;
    input [0:SYN_SIZE-1][RESP_FUN_PEAK-1:0] input_weights;
    output output_spike;
    wire [0:SORT_SIZE-1] up_times;
    wire [0:SORT_SIZE-1] up_sort_out;
    generate
    for (i = 0; i < SYN_SIZE; i = i + 1)
    begin: loop1
        for (j = 0; j < RESP_FUN_PEAK; j = j + 1)
        begin: loop2
            or g1 (up_times[i*RESP_FUN_PEAK+j], input_spikes[i], input_weights[i][j]);
        end
    end
    endgenerate
    bitonic_sort_32 up (.sorted_out(up_sort_out[0:SORT_SIZE-1]), .raw_in(up_times[0:SORT_SIZE-1]));
    assign output_spike = up_sort_out[THRESHOLD-1];
endmodule
module bitonic_sort_32 (sorted_out, raw_in); 
    parameter N = 5;
    parameter INPUT_SIZE = 1<<N;
    genvar i, j, k, r, b, s;
    input [0:INPUT_SIZE-1] raw_in;
    output [0:INPUT_SIZE-1] sorted_out;
    logic [0:N][0:INPUT_SIZE-1] cur_step;
    logic [0:INPUT_SIZE/2-1] og_order;
    assign sorted_out = cur_step[N];
    generate
        for(r = 0; r < INPUT_SIZE/2; r = r + 1) begin
            assign cur_step[0][r+INPUT_SIZE/2] = og_order[INPUT_SIZE/2 - r - 1];
        end
    endgenerate
    bitonic_sort_16 Upper(.raw_in(raw_in[0:INPUT_SIZE/2-1]), .sorted_out(cur_step[0][0:INPUT_SIZE/2-1]));
    bitonic_sort_16 Lower(.raw_in(raw_in[INPUT_SIZE/2:INPUT_SIZE-1]), .sorted_out(og_order));
    generate 
        for(i = 0; i < N; i = i + 1) begin : outter_loop
            for(b = 0; b < (1 << i); b = b + 1) begin: inner_loop
                for(s = b * (1 << (N-i)); s < b * (1 << (N-i)) + (1 << (N-i-1)); s = s + 1) begin: s_loop
                    bitonic_sort_2 swapper(.raw_in({cur_step[i][s], cur_step[i][(s+(1 << (N-i-1)))]}), .sorted_out({cur_step[i+1][s], cur_step[i+1][(s+(1 << (N-i-1)))]}));
                end
            end
        end
    endgenerate
endmodule
module bitonic_sort_16 (sorted_out, raw_in); 
    parameter N = 4;
    parameter INPUT_SIZE = 1<<N;
    genvar i, j, k, r, b, s;
    input [0:INPUT_SIZE-1] raw_in;
    output [0:INPUT_SIZE-1] sorted_out;
    logic [0:N][0:INPUT_SIZE-1] cur_step;
    logic [0:INPUT_SIZE/2-1] og_order;
    assign sorted_out = cur_step[N];
    generate
        for(r = 0; r < INPUT_SIZE/2; r = r + 1) begin
            assign cur_step[0][r+INPUT_SIZE/2] = og_order[INPUT_SIZE/2 - r - 1];
        end
    endgenerate
    bitonic_sort_8 Upper(.raw_in(raw_in[0:INPUT_SIZE/2-1]), .sorted_out(cur_step[0][0:INPUT_SIZE/2-1]));
    bitonic_sort_8 Lower(.raw_in(raw_in[INPUT_SIZE/2:INPUT_SIZE-1]), .sorted_out(og_order));
    generate 
        for(i = 0; i < N; i = i + 1) begin : outter_loop
            for(b = 0; b < (1 << i); b = b + 1) begin: inner_loop
                for(s = b * (1 << (N-i)); s < b * (1 << (N-i)) + (1 << (N-i-1)); s = s + 1) begin: s_loop
                    bitonic_sort_2 swapper(.raw_in({cur_step[i][s], cur_step[i][(s+(1 << (N-i-1)))]}), .sorted_out({cur_step[i+1][s], cur_step[i+1][(s+(1 << (N-i-1)))]}));
                end
            end
        end
    endgenerate
endmodule
module bitonic_sort_8 (sorted_out, raw_in); 
    parameter N = 3;
    parameter INPUT_SIZE = 1<<N;
    genvar i, j, k, r, b, s;
    input [0:INPUT_SIZE-1] raw_in;
    output [0:INPUT_SIZE-1] sorted_out;
    logic [0:N][0:INPUT_SIZE-1] cur_step;
    logic [0:INPUT_SIZE/2-1] og_order;
    assign sorted_out = cur_step[N];
    generate
        for(r = 0; r < INPUT_SIZE/2; r = r + 1) begin
            assign cur_step[0][r+INPUT_SIZE/2] = og_order[INPUT_SIZE/2 - r - 1];
        end
    endgenerate
    bitonic_sort_4 Upper(.raw_in(raw_in[0:INPUT_SIZE/2-1]), .sorted_out(cur_step[0][0:INPUT_SIZE/2-1]));
    bitonic_sort_4 Lower(.raw_in(raw_in[INPUT_SIZE/2:INPUT_SIZE-1]), .sorted_out(og_order));
    generate 
        for(i = 0; i < N; i = i + 1) begin : outter_loop
            for(b = 0; b < (1 << i); b = b + 1) begin: inner_loop
                for(s = b * (1 << (N-i)); s < b * (1 << (N-i)) + (1 << (N-i-1)); s = s + 1) begin: s_loop
                    bitonic_sort_2 swapper(.raw_in({cur_step[i][s], cur_step[i][(s+(1 << (N-i-1)))]}), .sorted_out({cur_step[i+1][s], cur_step[i+1][(s+(1 << (N-i-1)))]}));
                end
            end
        end
    endgenerate
endmodule
module bitonic_sort_4 (sorted_out, raw_in); 
    parameter N = 2;
    parameter INPUT_SIZE = 1<<N;
    genvar i, j, k, r, b, s;
    input [0:INPUT_SIZE-1] raw_in;
    output [0:INPUT_SIZE-1] sorted_out;
    logic [0:N][0:INPUT_SIZE-1] cur_step;
    logic [0:INPUT_SIZE/2-1] og_order;
    assign sorted_out = cur_step[N];
    generate
        for(r = 0; r < INPUT_SIZE/2; r = r + 1) begin
            assign cur_step[0][r+INPUT_SIZE/2] = og_order[INPUT_SIZE/2 - r - 1];
        end
    endgenerate
    bitonic_sort_2 Upper(.raw_in(raw_in[0:INPUT_SIZE/2-1]), .sorted_out(cur_step[0][0:INPUT_SIZE/2-1]));
    bitonic_sort_2 Lower(.raw_in(raw_in[INPUT_SIZE/2:INPUT_SIZE-1]), .sorted_out(og_order));
    generate 
        for(i = 0; i < N; i = i + 1) begin : outter_loop
            for(b = 0; b < (1 << i); b = b + 1) begin: inner_loop
                for(s = b * (1 << (N-i)); s < b * (1 << (N-i)) + (1 << (N-i-1)); s = s + 1) begin: s_loop
                    bitonic_sort_2 swapper(.raw_in({cur_step[i][s], cur_step[i][(s+(1 << (N-i-1)))]}), .sorted_out({cur_step[i+1][s], cur_step[i+1][(s+(1 << (N-i-1)))]}));
                end
            end
        end
    endgenerate
endmodule
module bitonic_sort_2 (sorted_out, raw_in); 
    input [0:1] raw_in;
    output [0:1] sorted_out;
    assign sorted_out[0] = & raw_in;
    assign sorted_out[1] = | raw_in;
endmodule

==> results.sh <==
# implementation run metrics
export IMPL_via_count=2003
export IMPL_drtPass1Iterations=4
export IMPL_ys_area_mm2=0.00181
export IMPL_grt_use_total_pct=7.14
export IMPL_dp_cells=354
export IMPL_worstMarginPinSlew_ns=0.605
export IMPL_leakage_uw=0.000594
export IMPL_hp_class="input port to output pin"
export IMPL_max_cap_violations=0
export IMPL_grt_overflow=0
export IMPL_die_x_um=114
export IMPL_worstPathRequired_ns=4.40
export IMPL_power_density_mw_per_mm2=76.0
export IMPL_post_synth_cell_area_avg_um2=8.48
export IMPL_drc_errors=0
export IMPL_grt_max_degree=12
export IMPL_num_clock_buffers=0
export IMPL_ir_drop_uv=27.1
export IMPL_start_kind="input port"
export IMPL_io_buffers=37
export IMPL_wl_per_cell_um=14.2
export IMPL_fp_util_pct=20.8
export IMPL_wl_um=5040
export IMPL_fin_cells=354
export IMPL_layout_min_cycle_time_ns=5.23
export IMPL_ys_seq_share_pct=0
export IMPL_hold_viol_final=0
export IMPL_chipArea_mm2=0.0130
export IMPL_final_antenna_net_count=0
export IMPL_holdWs_ns=2.20
export IMPL_dpl_cell_area_mm2=0.00228
export IMPL_avgViaCountPerCell=5.66
export IMPL_ys_types=62
export IMPL_yosys_stat_cells=213
export IMPL_fillers=950
export IMPL_layout_top_cells="clkdlybuf4s50_1, o211ai_1, a22oi_1"
export IMPL_postCtsHoldBufs=0
export IMPL_dp_hpwl_um=4250
export IMPL_warning_count=32
export IMPL_grt_pass1_wl_um=8290
export IMPL_drt_initial_drc_count=174
export IMPL_path_max_fanout=11
export IMPL_fmax_mhz=191
export IMPL_coreArea_mm2=0.00868
export IMPL_gp_congestion=0.874
export IMPL_endpoint_kind="output pin"
export IMPL_ff_latch_area_um2=0
export IMPL_area_growth_pct=26.0
export IMPL_flops=0
export IMPL_grt_pass1_vias=1786
export IMPL_finalSetupViolCount=0
export IMPL_drv_slew=0
export IMPL_num_antenna_cells=0
export IMPL_crit_arrival_ns=4.13
export IMPL_endpoint="output_spike"
export IMPL_logic_area_mm2=0.00176
export IMPL_io_pins=39
export IMPL_rsz0062_at_grt="false"
export IMPL_power_uw=173
export IMPL_antenna_found_initial=0
export IMPL_die_h_um=114
export IMPL_row_count=34
export IMPL_drive_gt1_share_pct=25.6
export IMPL_min_path_cells=0
export IMPL_finalSetupTns_ns=0
export IMPL_netlist_area_mm2=0.00181
export IMPL_maxSlewHeadroom_pct=59.1
export IMPL_crit_type="input port to output pin"
export IMPL_design_area_mm2=0.00228
export IMPL_synth_warnings=0
export IMPL_period_used_pct=95.1
export IMPL_lay_top_count="clkdlybuf4s50_1"
export IMPL_crit_start="input_spikes[0]"
export IMPL_synth_cells=213
export IMPL_outcome="complete, no violations"
-- kinds of logic after synthesis --
| family | count (synthesis) | share of synthesized area, % |
|---|---|---|
| buf+inv | 7 | 2.77 |
| fa+ha+maj | 7 | 4.09 |
| compound gates | 129 | 67.0 |
| simple gates | 70 | 26.2 |
-- how the worst min path moves through the flow --
stage	slack (ns)	to	startpoint
after CTS	2.20	clk_out	clk
after global routing	2.20	clk_out	clk
final	2.20	clk_out	clk
-- power breakdown --
group | switching (uW) | internal (uW)
combinational | 97.8 | 75.2
clock | 0 | 0
sequential | 0 | 0
total | 97.8 | 75.2
-- Yosys cell counts, types with 5 or more instances --
master,number,area (um^2)
nor2_1,7,26.3
nor4_1,8,50.1
o211ai_1,17,128
o211ai_2,6,75.1
a41oi_1,5,43.8
o22ai_1,10,62.6
a211oi_1,5,37.5
nor3_1,8,40.0
a211o_1,9,78.8
nand3_1,9,45.0
nand4_1,6,37.5
a21oi_1,10,50.1
nand2_1,5,18.8
a22oi_1,11,82.6
a21oi_2,5,43.8
-- what timing repair did --
action / in CTS / in global routing
setup buffers: 0 / 0
setup endpoints to repair: 0 / 1
resized: 0 / 1
-- metal layers --
metal	GRT usage (%)	part of all wire, %	up-vias
li1	-	-	1047
met1	10.5	50	914
met2	11.7	46	42
met3	0.532	3.9	0
met4	0.0835	0	0
met5	0	0	-
-- layout make-up --
type | instances | area share, %
multi-input combinational | 206 | 77.1
inverter | 2 | 0.330
timing repair buffer | 38 | 16.6
tap | 108 | 5.93
-- per-stage QoR --
| stage | worst slack (ns) | utilization (%) |
|---|---|---|
| 2_1_floorplan | 1.50 | - |
| 3_3_place_gp | 0.307 | 26.2 |
| 3_5_place_dp | 0.302 | 26.2 |
| 4_1_cts | 0.291 | 26.2 |
| 5_1_grt | 0.0119 | 26.2 |
| 6_report | 0.270 | 26.2 |
-- critical path, cell delays in order --
cell	delay, ns
clkdlybuf4s50_1	0.65
or4_4	0.63
nor2_4	0.19
nand3_2	0.16
a21oi_1	0.34
a21oi_1	0.14
o211ai_1	0.20
a22oi_1	0.12
o22a_1	0.18
clkdlybuf4s50_1	0.42
Power is estimated from default activity; no workload was simulated.
