**flow/run.sh**
```bash
#!/bin/bash
# OpenROAD 26Q1-2900-gdf79404cd8, Yosys 0.63+post, stock flow scripts
make -C /OpenROAD-flow-scripts/flow DESIGN_CONFIG=/design/flow/config.mk WORK_HOME=/design/flow/orfs finish
```
**flow/config.mk**
```make
export PLATFORM = sky130hd
export DESIGN_NAME = kwta
export DESIGN_NICKNAME = kwta
export VERILOG_FILES = /design/flow/design.v
export SDC_FILE = /design/flow/constraint.sdc
export NUM_CORES = 4
export LEC_CHECK = 1
export CORE_UTILIZATION = 30
```
**flow/constraint.sdc**
```tcl
current_design kwta

set clk_period 31.0
set clk_io_pct 0.2

create_clock -name clk0 -period $clk_period [get_ports {aclk}]

set non_clock_inputs [all_inputs -no_clocks]
set_input_delay [expr $clk_period * $clk_io_pct] -clock clk0 $non_clock_inputs
set_output_delay [expr $clk_period * $clk_io_pct] -clock clk0 [all_outputs]
```
**flow/design.v**
```verilog
module kwta
#(  parameter GAMMA_CYCLE_WIDTH=16,
    parameter PULSE_WIDTH=8,
    parameter NUM_INPUTS = 16,
    parameter K = 4)
(
    input logic grst,
    input logic aclk,
    input logic [NUM_INPUTS-1:0] input_spikes,
    output logic [NUM_INPUTS-1:0] output_spikes
);
    logic [NUM_INPUTS-1:0] current_spiked, current_spiked_next;
    logic [$clog2(NUM_INPUTS)-1:0] remaining_spikes_count, remaining_spikes_count_next, new_spikes_count;
    always_ff @(posedge aclk, posedge grst) begin
        if(grst) begin
            remaining_spikes_count <= K[$clog2(NUM_INPUTS)-1:0];
        end else begin
            remaining_spikes_count <= remaining_spikes_count_next;
        end
    end
    always_comb begin
        current_spiked_next = current_spiked;
        new_spikes_count = '0;
        for(int i = 0; i < NUM_INPUTS; i++) begin
            if(input_spikes[i] & (~current_spiked[i])) begin
                if(new_spikes_count < remaining_spikes_count) begin
                    current_spiked_next[i] = 1'b1;
                    new_spikes_count += 1;
                end
            end
        end
    end
    assign remaining_spikes_count_next = remaining_spikes_count - new_spikes_count;
    always_ff @( posedge aclk , posedge grst) begin
        if(grst) begin
            current_spiked <= '0;
        end else begin
            current_spiked <= current_spiked_next;
        end
    end
    assign output_spikes = current_spiked_next;
endmodule: kwta
```
==> impl_metrics.env <==
# implementation run metrics
export IMPL_worstSkewPairLatency_ns=0.27
export IMPL_chip_area_um2=12900
export IMPL_critical_path_reg2reg_endpoint="remaining_spikes_count[3]"
export IMPL_clock_tree_htree_level_count=1
export IMPL_post_route_cells_drive_above_1_share=0.542
export IMPL_syn_instance_count=459
export IMPL_synth_top_cell_area_share=0.188
export IMPL_rrSetupSlack_ns=10.27
export IMPL_critPathArrivalTime_ns=24.58
export IMPL_unrepaired_setup_endpoints_after_global_routing="true"
export IMPL_critical_path_peak_fanout=4
export IMPL_whs_ns=0.481
export IMPL_drt_iter0_markers=211
export IMPL_crit_path_end_kind="primary output"
export IMPL_cts_buffers_inserted=3
export IMPL_ys_async_sr_fraction=1.00
export IMPL_whs_path_depth=1
export IMPL_hold_end="current_spiked[0]"
export IMPL_top_cells_by_area="sky130_fd_sc_hd__ha_1 (19%), sky130_fd_sc_hd__dfrtp_1 (13%), sky130_fd_sc_hd__nand2_1 (4.2%)"
export IMPL_yosys_stat_seqShare=0.135
export IMPL_final_hpwl_from_detailed_placement_um=8390
export IMPL_tritoncts="done"
export IMPL_grt_first_pass_wirelength_um=19800
export IMPL_fin_tns_setup_ns=0
export IMPL_numClockSinks=20
export IMPL_clockPowerShare=0.064
export IMPL_num_fill_cells=911
export IMPL_antenna_diode_count=0
export IMPL_number_of_vias_after_detailed_routing=4475
export IMPL_vias_per_cell=5.01
export IMPL_cts_root_buf="sky130_fd_sc_hd__clkbuf_16"
export IMPL_tool_warnings=26
export IMPL_leakage_nw=3.21
export IMPL_comb_area_um2=3890
export IMPL_grt_ovfl_total=0
export IMPL_rr_worst_depth=106
export IMPL_layout_area_overhead_vs_synth_pct=86.0
export IMPL_floorplan_die_width_um=113
export IMPL_drt_pass1_iter_count=4
export IMPL_final_setup_skew_ns=0.00391
export IMPL_outcome="completed"
export IMPL_drt_wirelength_per_cell_um=14.0
export IMPL_preCtsSetupSlack_ns=-1.87
export IMPL_yosysChipArea_um2=3720
export IMPL_worstReg2RegStart="remaining_spikes_count[0]"
export IMPL_required_time_of_the_critical_path_ns=24.80
export IMPL_floorplan_io_pins=34
export IMPL_timing_critical_path_slowest_cell_delay_ns=0.49
export IMPL_crit_path_start_kind="input port"
export IMPL_finalWirelength_um=12500
export IMPL_finalNonFillerCells=893
export IMPL_internal_power_w=0.000343
export IMPL_max_slew_margin_rel=0.515
export IMPL_worst_path_most_repeated_cell="sky130_fd_sc_hd__nand2_2"
export IMPL_place_port_buffers=33
export IMPL_seqPwrFrac=0.082
export IMPL_clk_path_buf_depth=2
export IMPL_seqCellArea_um2=502
export IMPL_grt_usage=0.191
export IMPL_place_congestion=0.937
export IMPL_synth_stat_cells=459
export IMPL_synthDistinctLibCells=80
export IMPL_net_switching_power_w=0.000273
export IMPL_final_min_clock_period_ns=30.78
export IMPL_largest_area_cell="sky130_fd_sc_hd__ha_1"
export IMPL_comb_power_share=0.853
export IMPL_min_from="current_spiked[0]"
export IMPL_floorplanUtilization=0.309
export IMPL_numPlacedInstances=826
export IMPL_setup_ws_post_layout_ns=0.223
export IMPL_antenna_found_initial=0
export IMPL_grt_max_degree=21
export IMPL_floorplan_core_area_um2=12100
export IMPL_number_of_remaining_drc_errors=0
export IMPL_max_freq_mhz=32.5
export IMPL_tightest_slew_ns=0.723
export IMPL_synth_cell_area_um2=3720
export IMPL_setup_viol_count_final=0
export IMPL_yosys_cell_count_top_type="sky130_fd_sc_hd__ha_1"
export IMPL_synth_area_per_cell_um2=8.12
export IMPL_die_h_um=113
export IMPL_yosys_register_bits=20
export IMPL_synthesis_yosys_warnings=1
export IMPL_min_delay_path_class="flip-flop to flip-flop"
export IMPL_synth_main_ff_cell="sky130_fd_sc_hd__dfrtp_1"
export IMPL_final_hold_viol_count=0
export IMPL_max_vdd_ir_drop_mv=0.0550
export IMPL_total_power_w=0.000616
export IMPL_path_clk_slew_ns=0.07
export IMPL_yosys_top_cells_count="sky130_fd_sc_hd__ha_1 (56), sky130_fd_sc_hd__nand2_1 (42), sky130_fd_sc_hd__inv_1 (33)"
export IMPL_enable_flop_cells=0
export IMPL_min_period_over_period=0.993
export IMPL_antenna_left=0
export IMPL_switching_fraction_of_total_power=0.443
export IMPL_worstSetupPathType="input port to primary output"
export IMPL_power_per_cell_area_nw_per_um2=88.9
export IMPL_number_of_global_route_vias_before_repair=4249
export IMPL_max_cap_violations=0
export IMPL_std_cell_rows=40
export IMPL_slew_violations=0
export IMPL_crit_path_top_delay_cell="sky130_fd_sc_hd__or4_4"
[how the worst max path moves through the flow]
stage	slack [ns]	cells past startpoint	from	to
after CTS	0.13	101	input_spikes[0]	output_spikes[15]
after global routing	-0.71	102	input_spikes[0]	output_spikes[15]
final	0.22	101	input_spikes[0]	output_spikes[15]
[sequential cells by signal, indices dropped and copies added (netlist names)]
name                    cells
current_spiked             16
remaining_spikes_count      4
[power by group through the flow]
stage | sequential (W) | clock [W] | combinational, W
4_1_cts | 0.0000502 | 0.0000403 | 0.000484
5_1_grt | 0.0000522 | 0.0000411 | 0.000578
6_report | 0.0000507 | 0.0000396 | 0.000526
[cell type report]
class / instances / area share
multi-input combinational: 401 / 0.561
timing repair buffer: 266 / 0.302
sequential: 20 / 0.0724
tap: 168 / 0.0303
inverter: 34 / 0.0184
clock buffer: 3 / 0.0108
clock inverter: 1 / 0.00433
[cells in the final DEF, fill, tap and decap left out, types with 11 or more instances in the layout]
master,instances
sky130_fd_sc_hd__dfrtp_1,19
sky130_fd_sc_hd__buf_4,229
sky130_fd_sc_hd__or2_2,11
sky130_fd_sc_hd__a21oi_1,14
sky130_fd_sc_hd__o21ai_0,11
sky130_fd_sc_hd__ha_4,13
sky130_fd_sc_hd__inv_1,27
sky130_fd_sc_hd__nand2_1,32
sky130_fd_sc_hd__clkdlybuf4s50_1,30
sky130_fd_sc_hd__ha_1,40
sky130_fd_sc_hd__nand4_1,11
sky130_fd_sc_hd__nor2_1,27
sky130_fd_sc_hd__nand3_1,12
[worst max-delay path: cells and delay by family]
kind	cells	cell delay, ns
adders and majority gates	15	3.76
and+or+nand+nor	32	5.02
AOI/OAI and AO/OA	28	5.39
xor gates and xnor gates	9	1.53
muxes	3	1.03
buffers and inverters	14	1.58
[cell families (layout without fill, tap and decap cells)]
group	count (synthesis)	in the layout	share of synthesized area
adders and majority gates	57	57	0.193
DFF	20	20	0.135
and+or+nand+nor	182	182	0.262
buffers and inverters	38	304	0.0406
xor gates and xnor gates	32	32	0.106
AOI/OAI and AO/OA	118	118	0.229
muxes	12	12	0.0343
[per-layer routing]
| metal | global-route usage | vias to the layer above | part of all wire |
|---|---|---|---|
| li1 | - | 2255 | - |
| met1 | 0.281 | 2153 | 0.49 |
| met2 | 0.321 | 56 | 0.47 |
| met3 | 0.0114 | 11 | 0.027 |
| met4 | 0.0254 | 0 | 0.012 |
| met5 | 0 | - | 0 |
[stage by stage]
stage                     cell area [µm²]   util
after floorplan                      3770      -
after global placement               5560  0.461
after detailed placement             5560  0.461
after CTS                            6490  0.538
after global routing                 6930  0.574
final                                6930  0.574
[timing repair]
item / CTS / global route
hold buffers: 0 / 0
setup buffers: 46 / 17
resized: 91 / 65
endpoints found under the setup margin: 2 / 2
pin swaps: 71 / 85
